==> flow/design.v <==
`timescale 1ns / 1ps
module clk_div#(
    parameter CLK_DIV = 32'd10
)(
    input clk_i,
    input rst,
    output clk_o
    );
reg [31:0] cnt = 0;
reg        clk_buf = 0;
always@(posedge clk_i or posedge rst) begin
	if (rst) begin
		cnt <= 0;
		clk_buf <= 0;
	end else begin
	    if (cnt == CLK_DIV/2 -1) begin
	        cnt <= 0;
	        clk_buf <= ~clk_buf;
	    end else begin
	        cnt <= cnt + 1'b1;
	    end
	end
end
assign clk_o = clk_buf;
endmodule
==> flow/run.sh <==
#!/bin/bash
# OpenROAD 26Q1-2900-gdf79404cd8, Yosys 0.63+post, stock flow scripts
make -C /OpenROAD-flow-scripts/flow DESIGN_CONFIG=/design/flow/config.mk WORK_HOME=/design/flow/orfs finish
==> flow/config.mk <==
export PLATFORM = sky130hd
export DESIGN_NAME = clk_div
export DESIGN_NICKNAME = clk_div
export VERILOG_FILES = /design/flow/design.v
export SDC_FILE = /design/flow/constraint.sdc
export NUM_CORES = 4
export LEC_CHECK = 1
export CORE_UTILIZATION = 40
==> flow/constraint.sdc <==
current_design clk_div

set clk_period 7.4
set clk_io_pct 0.2

create_clock -name clk0 -period $clk_period [get_ports {clk_i}]

set non_clock_inputs [all_inputs -no_clocks]
set_input_delay [expr $clk_period * $clk_io_pct] -clock clk0 $non_clock_inputs
set_output_delay [expr $clk_period * $clk_io_pct] -clock clk0 [all_outputs]
==> flow.log <==
[flow] final metrics
[metrics] run status: complete, no violations
[metrics] chip area: 0.00413 sq mm
[metrics] arrival time at the worst endpoint: 1090 ps
[metrics] type of the worst setup path: reg -> out
[metrics] post-synthesis instance total: 143
[metrics] sequential share of the synthesized area: 0.532
[metrics] met1 routing resource usage after global routing: 0.254
[metrics] final standard cell utilization of the core: 0.467
[metrics] number of global-route vias before repair: 1095
[metrics] classification of the worst-slack hold path: reg -> reg
[metrics] Max Cap Violations: 0
[metrics] area of the core: 0.00369 sq mm
[metrics] Worst Setup Slack post-DPL: 5130 ps
[metrics] top cells by area, synth: sky130_fd_sc_hd__dfrtp_1 53%, sky130_fd_sc_hd__xnor2_1 12%, sky130_fd_sc_hd__nand3_1 6.1%, sky130_fd_sc_hd__xor2_1 5.1%, sky130_fd_sc_hd__nand4_1 4.8%
[metrics] grt met2 use: 0.243
[metrics] count of standard-cell rows: 22
[metrics] met3 usage: 0.0417
[metrics] fin. max-slew vios: 0
[metrics] least setup slack across all paths after layout: 4830 ps
[metrics] HPWL after DPL: 1840 um
[metrics] initial antenna violation count: 0
[metrics] die outline width: 64.3 um
[metrics] port buffer count: 2
[metrics] CTS sink count: 33
[metrics] number of post-CTS setup repair buffers: 0
[metrics] most used flip-flop cell: sky130_fd_sc_hd__dfrtp_1
[metrics] number of antenna cells inserted: 0
[metrics] peak clock frequency supported by timing: 389 MHz
[metrics] tightest slew margin relative to the limit: 0.628
[metrics] top-count cell post-synth: sky130_fd_sc_hd__dfrtp_1
[metrics] cells along the critical path: clkdlybuf4s50_1
[metrics] maximum resistive drop on vdd: 0.114 mV
[metrics] DRC violation count after routing: 0
[metrics] pin count of the biggest net entering global routing: 34
[metrics] Synth Area per Inst: 10.8 sq um
[metrics] minimum clock period: 2570 ps
[metrics] Yosys Warn Count: 1
[metrics] post-layout period usage: 0.347
[metrics] Comb area: 694 sq um
[metrics] violation count after the first detailed-route iteration: 41
[metrics] Async SR Flop Fraction: 1.00
[metrics] routability congestion estimate: 0.777
[metrics] cell accounting for the most synthesized area: sky130_fd_sc_hd__dfrtp_1
[metrics] hold buffers post-CTS: 0
[metrics] total congestion overflow: 0
[metrics] Unique cell types: 19
[metrics] OpenROAD warning count: 26
[metrics] Max FO, Critical Path: 2
[metrics] yosys cell count: 143
[metrics] clock input transition at the sequential cells of the worst setup and hold paths: 60 ps
[metrics] Top Usage Layer GRT: met1
[metrics] number of synthesized register bits: 33
[metrics] Final Hold Vio Count: 0
[metrics] area taken by flip-flops and latches: 826 sq um
[metrics] leakage power: 0.772 nW
[metrics] antenna violation net count after detailed routing: 0
[metrics] area growth from synthesis to layout: 11.1%
[metrics] average via count per standard cell: 5.33
[metrics] height of the die: 64.3 um
[metrics] required time of the worst setup path: 5920 ps
[metrics] post-synth design cell area: 0.00155 sq mm
[metrics] layout cells sized above 1: 0.0779
[metrics] share of Yosys cell area claimed by the top area cell type: 0.532
[metrics] longest individual stage delay on the worst path: 460 ps
[metrics] # fillers: 335
[metrics] count of flip-flops with a built-in enable after synthesis: 0
[metrics] kind of cell adding the most delay to the critical path: buffers and inverters
[metrics] slowest library cell on the worst path: sky130_fd_sc_hd__clkdlybuf4s50_1
[metrics] average wire length per cell after detail routing: 13.3 um
[metrics] final worst clock skew: 4.37 ps
[metrics] cts repair resizes: 0
[metrics] wire length of the first global-routing pass: 5060 um
[metrics] Pre-antenna DRT Iters: 4
[metrics] maximum buffer depth of the clock tree: 2
[metrics] final-layout worst hold slack: 463 ps
[metrics] Routed WL: 2680 um
[metrics] number of buffer and inverter instances along the worst setup path: 1
[metrics] Final setup viols: 0
[metrics] CTS root buf: sky130_fd_sc_hd__clkbuf_8
[metrics] via total after detailed routing: 1077
[metrics] CTS tree: yes
[metrics] startpoint types: flip-flop
[metrics] yosys synthesis chip area: 0.00155 sq mm
[metrics] CTS H-Tree Depth: 2
[metrics] cell types with the highest counts after synthesis: 33 x sky130_fd_sc_hd__dfrtp_1, 22 x sky130_fd_sc_hd__xnor2_1, 19 x sky130_fd_sc_hd__nand3_1
[metrics] count of boundary I/O pins: 3
[metrics] Clock Latency Late Sink: 280 ps
[metrics] category of the worst setup path capture point: primary output
[metrics] GRT Overall Usage: 0.163
[metrics] fp_density: 0.421
[metrics] number of clock buffers inserted by TritonCTS: 5
[metrics] unrepaired setup endpoints after global routing: false
[metrics] total negative setup slack: 0 ps
[metrics] transition time at the pin with the least slew margin: 556 ps
[metrics] Power per Cell Area: 181 mW/mm^2
==> placed cells by master, fill, tap and decap left out <==
master	instances
sky130_fd_sc_hd__nor2_1	13
sky130_fd_sc_hd__nor4b_1	2
sky130_fd_sc_hd__inv_1	7
sky130_fd_sc_hd__clkbuf_8	5
sky130_fd_sc_hd__clkinv_2	2
sky130_fd_sc_hd__xnor2_1	22
sky130_fd_sc_hd__nor2b_1	1
sky130_fd_sc_hd__nor4_1	7
sky130_fd_sc_hd__nand4_1	12
sky130_fd_sc_hd__nand4_4	1
sky130_fd_sc_hd__ha_1	2
sky130_fd_sc_hd__buf_4	2
sky130_fd_sc_hd__xor2_1	9
sky130_fd_sc_hd__clkbuf_1	1
sky130_fd_sc_hd__and3_1	2
sky130_fd_sc_hd__nor3_1	3
sky130_fd_sc_hd__nor4_4	1
sky130_fd_sc_hd__nand3_1	19
sky130_fd_sc_hd__and4_2	1
sky130_fd_sc_hd__nand2_1	6
sky130_fd_sc_hd__dfrtp_1	33
sky130_fd_sc_hd__clkdlybuf4s50_1	2
sky130_fd_sc_hd__nand4b_1	1
==> per-stage QoR <==
| stage | instances | total power, W | cell area, sq um |
|---|---|---|---|
| final | 202 | 0.000312 | 1720 |
| after global routing | 202 | 0.000326 | 1720 |
| after CTS | 202 | 0.000316 | 1720 |
| after detailed placement | 194 | 0.000188 | 1640 |
| after global placement | 194 | 0.000188 | 1640 |
| after floorplan | 143 | 0.000186 | 1550 |
==> final timing paths <==
path,start,to,slack [ps],depth (start not counted)
max,clk_buf,clk_o,4830,1
min,clk_buf,clk_buf,460,1
max reg2reg,cnt[0],cnt[28],5600,5
min reg2reg,clk_buf,clk_buf,460,1
max in group asynchronous,rst,cnt[30],5520,3
min in group asynchronous,rst,cnt[4],1590,3
==> cell type report <==
cell class              instances  area share
flip-flops and latches         33       0.479
multi-input cells             102       0.403
clock buffers                   6      0.0421
well taps                      48      0.0348
repair buffers                  4      0.0203
inverters                       7      0.0152
clock inverters                 2     0.00581
==> per-layer routing <==
layer	wire, um	up-vias	share of wire
met2	1210	20	0.45
li1	-	525	-
met5	0	-	0
met1	1320	528	0.49
met4	27	0	0.010
met3	127	4	0.047
==> flip-flops by register name, summed over array words and instances (netlist names) <==
register / flops
clk_buf: 1
cnt: 32
==> power by group <==
group          switching, W  internal (W)
clock network     0.0000621     0.0000650
logic            0.00000333   0.000000848
registers                 0      0.000180
total             0.0000654      0.000246
==> cells by family (layout without fill, tap and decap cells) <==
family,count (synthesis),count (layout),synth area share
fa+ha+maj,2,2,0.0161
xor+xnor,31,31,0.175
simple gates,69,69,0.256
flops,33,33,0.532
buf+inv,8,19,0.0202
Power is estimated from default activity; no workload was simulated.
